### ./design.v
module buzzer(clk, sw1, sw2, buzzer_pin);
input clk;
input sw1;
input sw2;
output buzzer_pin;
reg [31:0] counter;
reg selection;
reg [31:0] value_comp;
reg status;
initial begin
		counter <= 32'b0;
		status <= 1'b0;
		selection <= 1'b0;
		value_comp <= 32'd300000;
	end
always @ (posedge clk) begin
	counter <= counter + 1'b1;
	selection <= sw1;
	if(selection == 1'b0) value_comp <= 32'd300000;
	else value_comp <= 32'd100000;
	if(counter > value_comp) begin
		status <= !status;
		counter <= 32'b0;
	end
end
assign buzzer_pin = status;
endmodule
### ./run.sh
#!/bin/bash
# OpenROAD 26Q1-2900-gdf79404cd8, Yosys 0.63+post, stock flow scripts
make -C /OpenROAD-flow-scripts/flow DESIGN_CONFIG=/design/flow/config.mk WORK_HOME=/design/flow/orfs finish
### ./config.mk
export PLATFORM = sky130hd
export DESIGN_NAME = buzzer
export DESIGN_NICKNAME = buzzer
export VERILOG_FILES = /design/flow/design.v
export SDC_FILE = /design/flow/constraint.sdc
export NUM_CORES = 4
export LEC_CHECK = 1
export CORE_UTILIZATION = 30
### ./constraint.sdc
current_design buzzer

set clk_period 4.5
set clk_io_pct 0.2

create_clock -name clk0 -period $clk_period [get_ports {clk}]

set non_clock_inputs [all_inputs -no_clocks]
set_input_delay [expr $clk_period * $clk_io_pct] -clock clk0 $non_clock_inputs
set_output_delay [expr $clk_period * $clk_io_pct] -clock clk0 [all_outputs]
==> run summary <==
Drt total wl: 2.174 mm
Number of fill cells: 470
Setup TNS Final: 0 ns
Fin crit period: 2.880 ns
Routed Antenna Nets: 0
Crit path capture type: register
Yosys reg bits: 36
Critical Path AT: 2.85 ns
Min-delay worst type: reg -> reg
Root Driver: clkbuf_8
Placeable Area: 4723 um^2
Chip Area: 5180 um^2
Routability congestion estimate: 0.7799
ANT cells: 0
Die width: 71.98 um
Dpl hpwl: 1.472 mm
Largest net degree at the start of global routing: 21
Mapped Avg Cell Area: 10.42 um^2
Late-Pin Clk Latency: 0.28 ns
TritonCTS clock tree: yes
# Post-CTS Setup Buffers: 0
Chip area in the Yosys report: 1469 um^2
Leakage: 0.6642 nW
Peak Freq: 0.3472 GHz
Layout cells sized above 1: 19.75%
Final hold slack: 0.3548 ns
Placed standard-cell area: 1580 um^2
Synth warnings: 1
PortBufs: 2
Fp_density: 31.10%
Clk sinks: 36
Final Util: 36.72%
Total GRT Usage: 9.387%
Final Cycle Share: 64.00%
Cts hold-fix bufs: 0
Site row count: 25
Finished Cell Area: 1734 um^2
Crit Path Max Fanout: 20
Drt first pass iters: 6
# DRC: 0
First-pass GRT wire length: 3.788 mm
Endpoints failing hold: 0
Pwr Density: 406.6 nW/um^2
Clk_skew: 0.002615 ns
Required @ worst endpoint: 4.47 ns
Resize count post-CTS: 0
CTS Buf Count: 5
Status: finished clean
Slew Limit Fails: 0
DR vias: 918
Vias in the first global route: 834
Max Cap Violations: 0
Rel. slew slack: 60.98%
Unique cell types: 33
Grt ovf: 0
Syn Std Cell Area: 1469 um^2
Total number of H-tree levels: 2
RSZ-0062 raised after global routing: false
Ys cells: 141
Register share after synthesis: 49.74%
Initial antenna violation count: 0
Routed wire per std cell: 9.705 um
Worst Tran Pin Value: 0.5853 ns
Warning total across the stage logs: 27
Max Root-Sink Buffers: 2
CP startpoint kind: register
Die Y: 71.98 um
Cells after synthesis: 141
Area Overhead vs Synth: 18.06%
Drt initial violations: 19
Maximum VDD drop: 0.2422 mV
Io pins: 4
Clock transition at the registers of the reported paths: 0.07 ns
Vias per Instance: 4.098
Final number of setup-violating endpoints: 0
Critical path class: reg -> reg
cells in the mapped netlist:
master | count | share of area (%)
a21oi_1 | 1 | 0.34
a21oi_2 | 1 | 0.60
a311o_1 | 1 | 0.68
a311o_2 | 1 | 0.77
a31oi_1 | 1 | 0.43
and3_1 | 5 | 2.1
and3_2 | 1 | 0.51
and4_1 | 2 | 1.2
buf_6 | 2 | 1.5
clkbuf_1 | 3 | 0.77
conb_1 | 1 | 0.26
dfxtp_1 | 35 | 48
edfxtp_1 | 1 | 2.0
ha_1 | 8 | 6.8
inv_1 | 7 | 1.8
nand2_1 | 6 | 1.5
nand3_1 | 8 | 2.7
nand3b_1 | 1 | 0.51
nand4_1 | 5 | 2.1
nor2_1 | 2 | 0.51
nor2_2 | 18 | 7.7
nor3_1 | 2 | 0.68
nor4_1 | 2 | 0.85
o21ai_0 | 2 | 0.68
o31a_1 | 2 | 1.2
o41ai_1 | 1 | 0.60
or2b_2 | 1 | 0.60
or3_1 | 1 | 0.43
or4_4 | 1 | 0.77
or4b_1 | 1 | 0.68
or4bb_1 | 1 | 0.77
xnor2_1 | 3 | 1.8
xor2_1 | 14 | 8.3
sequential cells by signal (all words and copies together), names as in the netlist:
name	cells
counter	32
value_comp	2
selection	1
status	1
per-layer routing:
layer  vias to the layer above  track usage, %  share of wire [%]
met5                         -               0                  0
met4                         0           1.743               0.69
met3                         2           2.254                1.6
met2                         5           12.37                 40
met1                       411           16.00                 58
li1                        500               -                  -
path summary, 6_finish.rpt:
| check | start | endpoint | slack [ns] | cells after the start |
|---|---|---|---|---|
| setup / recovery | value_comp[12] | status | 1.62 | 6 |
| hold / removal | selection | value_comp[16] | 0.35 | 0 |
| setup reg to reg | value_comp[12] | status | 1.62 | 6 |
| hold reg to reg | selection | value_comp[16] | 0.35 | 0 |
per-stage QoR:
step                worst slack [ns]  total power, mW  std cells
floorplan                      1.916           0.3405        152
global placement               1.628           0.3431        216
global route                   1.527           0.7292        224
CTS                            1.614           0.7132        224
finish                         1.620           0.7050        224
detailed placement             1.621           0.3433        216
cells in the final DEF, fill, tap and decap left out, types with 3 or more instances in the layout:
cell type and count:
xor2_1 14, and3_1 5, conb_1 12, dfxtp_1 35
nand3_1 8, clkbuf_8 5, nor2_2 18, nand4_1 5
ha_1 8, inv_1 7, xnor2_1 3, nand2_1 6
cell type report:
class / instances / area (um^2) / area share [%]
Inverter: 7 / 26.28 / 1.515
Timing Repair Buffer: 2 / 20.02 / 1.154
Tap cell: 67 / 83.83 / 4.834
Clock inverter: 2 / 60.06 / 3.463
Sequential cell: 36 / 730.7 / 42.14
Clock buffer: 6 / 93.84 / 5.411
Multi-Input combinational cell: 104 / 719.4 / 41.49
cell families after synthesis:
family / Yosys count / synth area share, %
other cells: 1 / 0.2553
simple gates: 57 / 23.68
fa+ha+maj: 8 / 6.815
flops: 36 / 49.74
xor+xnor: 17 / 10.14
compound gates: 10 / 5.281
buf+inv: 12 / 4.089
worst max-delay path, stage by stage (launching register included):
cell and delay (ns):
dfxtp_1 0.31, inv_1 0.10, ha_1 0.31, or4bb_1 0.51, or4_4 0.51, o31a_1 0.27
a311o_2 0.55
report_power, final:
| part | switching (mW) | internal [mW] |
|---|---|---|
| clock network | 0.114 | 0.255 |
| registers | 0.00175 | 0.327 |
| logic | 0.00431 | 0.00285 |
| total | 0.120 | 0.585 |
No activity file was given, so power comes from the tool's default toggle rates.
