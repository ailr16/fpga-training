[./config.mk]
export PLATFORM = sky130hd
export DESIGN_NAME = blinkingLed
export DESIGN_NICKNAME = blinkingLed
export VERILOG_FILES = /design/flow/design.v
export SDC_FILE = /design/flow/constraint.sdc
export NUM_CORES = 4
export LEC_CHECK = 1
export CORE_UTILIZATION = 50
[./constraint.sdc]
current_design blinkingLed

set clk_period 4.0
set clk_io_pct 0.2

create_clock -name clk0 -period $clk_period [get_ports {clk}]

set non_clock_inputs [all_inputs -no_clocks]
set_input_delay [expr $clk_period * $clk_io_pct] -clock clk0 $non_clock_inputs
set_output_delay [expr $clk_period * $clk_io_pct] -clock clk0 [all_outputs]
[./design.v]
module blinkingLed (input wire clk, output wire [7:0] LED);
	led_blink inst1 (.clk(clk), .LED(LED[0]));
	led_blink inst2 (.clk(clk), .LED(LED[1]));
	led_blink inst3 (.clk(clk), .LED(LED[2]));
	led_blink inst4 (.clk(clk), .LED(LED[3]));
	led_blink inst5 (.clk(clk), .LED(LED[4]));
	led_blink inst6 (.clk(clk), .LED(LED[5]));
	led_blink inst7 (.clk(clk), .LED(LED[6]));
	led_blink inst8 (.clk(clk), .LED(LED[7]));
endmodule 
module led_blink(clk, LED, PIN);
input clk;
output LED;
output PIN;
reg [31:0] counter;
reg LED_status;
initial
	begin
		counter <= 32'b0;
		LED_status <= 1'b0;
	end
always @ (posedge clk)
	begin
		counter <= counter + 1'b1;
		if(counter > 2500000)
		begin
			LED_status <= !LED_status;
			counter <= 32'b0;
		end
	end
	assign LED = LED_status;
	assign PIN = LED_status;
endmodule
[./run.sh]
#!/bin/bash
# OpenROAD 26Q1-2900-gdf79404cd8, Yosys 0.63+post, stock flow scripts
make -C /OpenROAD-flow-scripts/flow DESIGN_CONFIG=/design/flow/config.mk WORK_HOME=/design/flow/orfs finish
==> flow_metrics.py <==
# Metrics from the implementation run
metrics = {
    "sta": {
        "holdWs_ns": 0.4612,
        "timing_worst_slew_pin_value_ns": 0.9100,
        "timing_max_transition_violations_final": 0,
        "ratio_of_final_minimum_period_to_clock_period_pct": 61.01,
        "clock_skew_ns": 0.01713,
        "period_minus_slack_ns": 2.440,
        "rsz0062_at_grt": "false",
        "fmaxAchievable_mhz": 409.8,
        "max_slew_margin_pct": 38.77,
        "final_hold_viol_count": 0,
        "final-setup-viol-count": 0,
        "final.setup.tns_ns": 0,
    },
    "job": {
        "cap_violations": 0,
        "openroad.warnings": 33,
    },
    "routing": {
        "antenna_violating_nets_post_route": 0,
        "diodes": 0,
        "drt_iter0_markers": 167,
        "wl_per_cell_um": 11.37,
        "first_pass_iters": 4,
        "post-route-drc-count": 0,
        "routed_wirelength_um": 16800,
        "post_drt_via_cell_ratio": 5.035,
        "via_count": 7442,
    },
    "power_and_ir_drop": {
        "power.share.switching_pct": 19.25,
        "power.net_switching_mw": 0.9887,
        "ir_drop_mv": 0.3974,
        "sequentialPowerShare_pct": 52.5,
        "power_mw": 5.137,
        "power.static_leakage_nw": 4.083,
        "power.combinational.fraction_pct": 0.3,
        "internal_power_mw": 4.148,
        "power_per_cell_area_mw_per_mm2": 425.5,
        "power.clock.fraction_pct": 47.1,
    },
    "synth": {
        "yosys.area_share.aoi_pct": 2.307,
        "syn_inst": 1105,
        "synth-adder-area-share_pct": 1.883,
        "yosys_cell_count": 1105,
        "flop_cell": "sky130_fd_sc_hd__dfxtp_1",
        "ys_seq_share_pct": 50.48,
        "async_flop_share_pct": 0,
        "syn-mean-instance-area_um2": 9.619,
        "ys_top_logic_family": "simple AND/OR/NAND/NOR gates",
        "yosys_area_mm2": 0.01063,
        "enable_flop_cells": 8,
        "synth.cell_area_mm2": 0.01063,
        "mux_share_pct": 0,
        "ys_sh_xor_pct": 13.18,
        "yosysWarningCount": 1,
        "yosys.area_share.simple_pct": 28.13,
        "yosysUniqueCellTypes": 49,
        "ys.flops": 264,
    },
    "finish": {
        "layout_top_cell": "sky130_fd_sc_hd__dfxtp_1",
        "area_delta_synth_final_pct": 13.58,
        "post_layout_nonfiller_instances": 1478,
        "share_of_cells_above_drive_strength_1_pct": 7.285,
        "final_layout_top_logic_cells": "sky130_fd_sc_hd__dfxtp_1, sky130_fd_sc_hd__nor3_1, sky130_fd_sc_hd__xor2_1, sky130_fd_sc_hd__nor2_1, sky130_fd_sc_hd__conb_1",
    },
    "clock_network": {
        "clock.latency.late_pin_ns": 0.52,
        "cts-root-to-sink-buffers": 3,
        "cts_inserted_buffers": 27,
        "hold_buffers": 0,
        "path_clk_slew_ns": 0.06,
        "tritoncts": "built",
        "postCtsResizedCells": 0,
        "tritoncts_num_sinks": 264,
        "htreeDepth": 1,
        "clock-root-buffer": "sky130_fd_sc_hd__clkbuf_16",
        "post_cts_buffers": 0,
    },
    "critical_path": {
        "timing.setup.critical_path_class": "flip-flop to flip-flop",
        "setup.worst_path.end_class": "flip-flop",
        "crit_path_start_kind": "flip-flop",
        "cp_max_fo": 23,
        "worst_ep_required_time_ns": 4.27,
        "worstPathArrival_ns": 2.71,
    },
    "global_routing": {
        "grt_pass1_vias": 7013,
        "gr_util_all_layers_pct": 17.02,
        "grt_overflow_total": 0,
        "grt_max_degree": 24,
        "grt_antenna_before_repair": 0,
        "grt_first_pass_wirelength_um": 30790,
    },
    "floorplanning": {
        "die.size.x_um": 147.8,
        "number_of_primary_i_o_pins": 9,
        "initial_utilization_pct": 51.70,
        "die_height_um": 147.8,
        "fp.coreArea_mm2": 0.02056,
        "std_cell_rows": 52,
        "total_die_size_mm2": 0.02184,
    },
    "run_status": {
        "status": "finished, final reports clean",
    },
    "placement": {
        "dp_hpwl_um": 10710,
        "io_buffers": 8,
        "place.gp.congestion": 0.7984,
        "placedCellCount": 1430,
    },
    "min_path": {
        "path_class_of_the_lowest_slack_min_delay_path": "flip-flop to flip-flop",
    },
}
==> path summary, 6_finish.rpt <==
path	startpoint	endpoint	slack, ns	cells past startpoint
min	inst7.counter[0]$_SDFF_PN0_	inst7.counter[0]$_SDFF_PN0_	0.46	1
max reg2reg	inst3.counter[7]$_SDFF_PN0_	inst3.LED_status$_DFFE_PN_	1.56	5
max	inst3.counter[7]$_SDFF_PN0_	inst3.LED_status$_DFFE_PN_	1.56	5
min reg2reg	inst7.counter[0]$_SDFF_PN0_	inst7.counter[0]$_SDFF_PN0_	0.46	1
==> worst max-delay path: stages, from the launching register on <==
cell and delay [ns]:
sky130_fd_sc_hd__dfxtp_1 0.38, sky130_fd_sc_hd__nand2_1 0.11, sky130_fd_sc_hd__or4_1 0.49, sky130_fd_sc_hd__or3_1 0.35, sky130_fd_sc_hd__and3_1 0.46, sky130_fd_sc_hd__or2_2 0.42
==> power by group through the flow <==
stage,Combinational [mW],Sequential (mW),Clock (mW)
6_report,0.0170,2.70,2.42
5_1_grt,0.0226,2.70,2.63
4_1_cts,0.0179,2.70,2.51
==> cell families (layout without fill, tap and decap cells) <==
kind of cell	count (synthesis)	in the layout
other cells	1	80
simple gates	546	546
buf+inv	88	112
compound gates	30	30
xor+xnor	160	160
fa+ha+maj	16	16
flops	264	264
==> registers in the layout (all words and copies together), names as in the netlist, 32 cells and up <==
register / count
inst4.counter: 32
inst7.counter: 32
inst1.counter: 32
inst3.counter: 32
inst8.counter: 32
inst2.counter: 32
inst5.counter: 32
inst6.counter: 32
==> layer usage <==
layer  wire length [µm]  part of all wire [%]  vias to the layer above  GRT usage, %
met3                512                   3.0                       28         2.425
met1               8749                    52                     3385         26.59
met4                324                   1.9                        0         3.402
met2               7217                    43                       65         26.32
met5                  0                     0                        -             0
li1                   -                     -                     3964             -
==> Yosys cell counts (2+ instances only) <==
cell	number	area (µm²)
sky130_fd_sc_hd__a211o_1	8	70.07
sky130_fd_sc_hd__a211oi_1	4	30.03
sky130_fd_sc_hd__a221oi_1	2	17.52
sky130_fd_sc_hd__and2_1	7	43.79
sky130_fd_sc_hd__and3_1	20	125.1
sky130_fd_sc_hd__and4_1	13	113.9
sky130_fd_sc_hd__buf_12	2	40.04
sky130_fd_sc_hd__buf_2	5	25.02
sky130_fd_sc_hd__buf_4	8	60.06
sky130_fd_sc_hd__buf_6	3	33.78
sky130_fd_sc_hd__clkbuf_1	28	105.1
sky130_fd_sc_hd__dfxtp_1	256	5125
sky130_fd_sc_hd__edfxtp_1	8	240.2
sky130_fd_sc_hd__ha_1	16	200.2
sky130_fd_sc_hd__inv_1	40	150.1
sky130_fd_sc_hd__nand2_1	62	232.7
sky130_fd_sc_hd__nand3_1	69	345.3
sky130_fd_sc_hd__nand3b_1	3	22.52
sky130_fd_sc_hd__nand4_1	44	275.3
sky130_fd_sc_hd__nor2_1	82	307.8
sky130_fd_sc_hd__nor2b_1	2	12.51
sky130_fd_sc_hd__nor3_1	142	710.7
sky130_fd_sc_hd__nor3_2	20	200.2
sky130_fd_sc_hd__nor3b_1	9	67.56
sky130_fd_sc_hd__nor4_1	30	187.7
sky130_fd_sc_hd__nor4b_1	10	87.58
sky130_fd_sc_hd__nor4b_2	2	30.03
sky130_fd_sc_hd__nor4bb_1	3	30.03
sky130_fd_sc_hd__o2111a_1	3	33.78
sky130_fd_sc_hd__o211ai_1	2	15.01
sky130_fd_sc_hd__o21ai_0	4	20.02
sky130_fd_sc_hd__o31a_1	2	17.52
sky130_fd_sc_hd__or2_2	9	56.30
sky130_fd_sc_hd__or3_1	7	43.79
sky130_fd_sc_hd__or4_1	8	60.06
sky130_fd_sc_hd__xnor2_1	72	630.6
sky130_fd_sc_hd__xor2_1	88	770.7
==> cell type report <==
| cell class | count | area (µm²) |
|---|---|---|
| multi-input cells | 832 | 5155 |
| repair buffers | 24 | 200.2 |
| clock inverters | 12 | 145.1 |
| well taps | 270 | 337.8 |
| flip-flops and latches | 264 | 5365 |
| clock buffers | 36 | 719.4 |
| inverters | 40 | 150.1 |
| fillers | 1797 | 8487 |
==> stage by stage <==
step / util, % / worst slack (ns) / instance area, µm²
3_5_place_dp: 54.52 / 1.569 / 11210
5_1_grt: 58.72 / 1.423 / 12070
3_3_place_gp: 54.52 / 1.584 / 11210
6_report: 58.72 / 1.560 / 12070
2_1_floorplan: - / 1.894 / 10930
4_1_cts: 58.72 / 1.558 / 12070
Power figures rest on the tool's default switching activity, not on a simulated workload.
