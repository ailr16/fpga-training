$ cat design.v
module swo(clk, out1, out2);
input clk;
output out1;
output out2;
reg [31:0] counter;
reg status;
initial
	begin
		counter <= 32'b0;
		status <= 1'b0;
	end
always @ (posedge clk)
	begin
		counter <= counter + 1'b1;
		if(counter > 300000)
		begin
			status <= !status;
			counter <= 32'b0;
		end
	end
	assign out1 = status;
	assign out2 = !status;
endmodule
$ cat config.mk
export PLATFORM = sky130hd
export DESIGN_NAME = swo
export DESIGN_NICKNAME = swo
export VERILOG_FILES = /design/flow/design.v
export SDC_FILE = /design/flow/constraint.sdc
export NUM_CORES = 4
export LEC_CHECK = 1
export CORE_AREA = 10 10 91 91
export DIE_AREA = 0 0 101 101
$ cat constraint.sdc
current_design swo

set clk_period 4.0
set clk_io_pct 0.2

create_clock -name clk0 -period $clk_period [get_ports {clk}]

set non_clock_inputs [all_inputs -no_clocks]
set_input_delay [expr $clk_period * $clk_io_pct] -clock clk0 $non_clock_inputs
set_output_delay [expr $clk_period * $clk_io_pct] -clock clk0 [all_outputs]
$ cat run.sh
#!/bin/bash
# OpenROAD 26Q1-2900-gdf79404cd8, Yosys 0.63+post, stock flow scripts
make -C /OpenROAD-flow-scripts/flow DESIGN_CONFIG=/design/flow/config.mk WORK_HOME=/design/flow/orfs finish
==> results.cfg <==
; physical design summary
[power]
combinationalPowerShare_pct = 0.3
sequentialPowerShare_pct = 51.9
power-per-cell-area_mw_per_mm2 = 422
power.switching_fraction_pct = 19.7
max-vdd-ir-drop_mv = 0.133
internal-power_uw = 524
power.static_leakage_uw = 0.000492
share_clk_of_total_power_pct = 47.7
power.net_switching_uw = 128

[sta]
finalSetupViolCount = 0
timing.final.crit_share_pct = 56.2
final_ws_setup_ns = 1.75
finalHoldViolCount = 0
grt_setup_unrepaired = no
period_needed_ns = 2.25
relSlewSlack_pct = 55.2
final_max_slew_viol_count = 0
fin_tns_setup_ns = 0
clock_skew_after_layout_ns = 0.00583
fmaxAchievable_mhz = 445
worst_tran_pin_value_ns = 0.672

[clocking]
cts_sinks = 33
clkLatencyLatePin_ns = 0.29
cts_inserted_buffers = 5
post_cts.resized_instances = 0
clock_tree.htree_level_count = 2
post_cts_hold_buffer_count = 0
cts_max_path_buffers = 2
path_clk_slew_ns = 0.07
tritoncts = built
ctsRootBufferMaster = clkbuf_8
post-cts-setup-buffer-count = 0

[synth]
synth.distinct_cells = 31
synth_chip_area_sq_mm = 0.00130
topCellsByArea = dfxtp_1, a21oi_1, xnor2_1, xor2_1, nand3_1
syn_avg_cell_area_sq_um = 9.75
count_of_yosys_warnings_during_synthesis = 1
synth-main-ff-cell = dfxtp_1
synth-edff-count = 1
synth-seq-cells = 33
netlist.area_leader.share_pct = 49.4
synth_top_cell_by_area = dfxtp_1
yosys.stat.seqShare_pct = 51.7
synth_stat.cells = 133
syn_area_sq_mm = 0.00130
async_reset_ff_share_pct = 0
netlist_instances = 133

[global_routing]
maximum_number_of_pins_on_one_net_before_global_route_repair = 21
grt_usage_pct = 4.28
initial_antenna_violation_count = 0
number_of_global_route_vias_before_repair = 796
overflow = 0
grt_first_pass_wirelength_mm = 3.69

[floorplan]
dieHeight_microns = 101
row_count = 29
coreArea_sq_mm = 0.00635
fp.dieW_microns = 101
io_pins = 3
chipArea_sq_mm = 0.0102
initial_utilization_pct = 20.4

[route]
drtPass1Iterations = 4
antenna-diode-count = 0
drt-total-wl_mm = 2.13
dr_vias = 925
post_drt_wl_per_cell_microns = 9.42
route.top_layer_used = met4
route.met3.wl_microns = 127
drc_errors = 0
drtIter0Drc = 80
met2_wirelength_microns = 790
drtAntennaViolNets = 0
wl_met1_mm = 1.19
detail_route.vias_per_cell = 4.09

[critical_path]
crit_path_end_kind = flip-flop
worstPathMaxFanout = 20
worst-setup-path-type = flip-flop to flip-flop
start_kind = flip-flop
r2r_slack_ns = 1.75
cp_data_arrival_time_ns = 2.31
critical_path_required_ns = 4.06

[placement]
dpl.hpwl_mm = 1.44
port_buffers = 2
gp_congestion = 0.849
dpl_worst_slack_ns = 1.75

[job]
timing.max_cap.violations = 0
tool_warnings = 26

[status]
status = complete, no violations

[hold_path]
worstHoldPathType = flip-flop to flip-flop

[final_layout]
area.growth.synth_to_final_pct = 19.3
layout_cells_sized_above_1_pct = 8.05
layout.cells.most_common_list = dfxtp_1, a21oi_1, conb_1
final_layout_top_logic_cell = dfxtp_1
-- cells by family (layout without fill, tap and decap cells) --
logic type	count (synthesis)	count (layout)	synth area share [%]
other	1	13	0.289
flip-flops	33	33	51.7
AND/OR/NAND/NOR	48	48	23.1
buffers and inverters	10	14	3.09
adder cells (fa/ha/maj)	2	2	1.93
XOR/XNOR	12	12	8.11
AND-OR/OR-AND	27	27	11.8
-- Yosys cell counts, types with 2 or more instances --
cell type  number
a21oi_1        13
or3_1           5
xnor2_1         7
nor4_1          4
clkbuf_1        4
xor2_1          5
nor2_1          4
a22oi_1         5
dfxtp_1        32
buf_2           2
and4_1          2
nand2_1         6
or4_1           2
nand4_1         6
inv_1           4
nand3_1         8
nor3_1          3
o21ai_0         7
ha_1            2
-- power by group through the flow --
stage,clock [uW],sequential [uW],combinational [uW]
after CTS,319,339,2.29
after global routing,339,339,2.81
final,312,339,2.20
-- final cells by class --
class | instances | area, sq um
Tap cell | 77 | 96.3
Fill cell | 664 | 4800
Inverter | 4 | 15.0
Clock buffer | 5 | 68.8
Multi-Input combinational cell | 102 | 631
Sequential cell | 33 | 671
Timing Repair Buffer | 2 | 20.0
Clock inverter | 3 | 45.0
-- sequential cells by signal (all words and copies together) (netlist names) --
| register | cells |
|---|---|
| counter | 32 |
| status | 1 |
-- path summary, 6_finish.rpt --
| path | start | endpoint | depth (start not counted) |
|---|---|---|---|
| max | counter[0] | status | 5 |
| min | counter[0] | counter[0] | 1 |
| max reg2reg | counter[0] | status | 5 |
| min reg2reg | counter[0] | counter[0] | 1 |
-- critical path, cell delays in order (launching register included) --
cell and delay, ns:
dfxtp_1 0.35, inv_1 0.07, ha_1 0.13, or4b_1 0.42, or4_1 0.75, and2_1 0.30
-- metrics by stage --
step	instance area (sq um)	utilization [%]	total power (uW)	cells	hold WS [ns]
floorplan	1340	-	347	145	0.453
global placement	1430	22.6	348	218	0.478
detailed placement	1430	22.6	349	218	0.484
CTS	1550	24.4	660	226	0.500
global route	1550	24.4	680	226	0.529
finish	1550	24.4	652	226	0.498
-- metal layers --
| metal | vias up | track usage, % |
|---|---|---|
| met3 | 4 | 2.08 |
| met1 | 408 | 6.35 |
| li1 | 501 | - |
| met2 | 12 | 5.55 |
| met5 | - | 0 |
| met4 | 0 | 0.643 |
Power and IR drop assume default switching activity.
